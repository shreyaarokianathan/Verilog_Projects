===== /design/flow/run.sh =====
#!/bin/bash
# OpenROAD 26Q1-2900-gdf79404cd8, Yosys 0.63+post, stock flow scripts
make -C /OpenROAD-flow-scripts/flow DESIGN_CONFIG=/design/flow/config.mk WORK_HOME=/design/flow/orfs finish

===== /design/flow/config.mk =====
export PLATFORM = sky130hd
export DESIGN_NAME = Top_Module
export DESIGN_NICKNAME = Top_Module
export VERILOG_FILES = /design/flow/design.v
export SDC_FILE = /design/flow/constraint.sdc
export NUM_CORES = 4
export LEC_CHECK = 1
export CORE_AREA = 10 10 70 70
export DIE_AREA = 0 0 80 80

===== /design/flow/constraint.sdc =====
current_design Top_Module

set clk_period 1.9
set clk_io_pct 0.2

create_clock -name clk0 -period $clk_period [get_ports {clk}]

set non_clock_inputs [all_inputs -no_clocks]
set_input_delay [expr $clk_period * $clk_io_pct] -clock clk0 $non_clock_inputs
set_output_delay [expr $clk_period * $clk_io_pct] -clock clk0 [all_outputs]

===== /design/flow/design.v =====
`timescale 1ns / 1ps
module Seven_Segment(
    input [3:0] digit,      
    output reg [6:0] seg    
);
    always @(digit) begin
        case(digit)
            4'b0000: seg = 7'b1111110;  
            4'b0001: seg = 7'b0110000;  
            4'b0010: seg = 7'b1101101;  
            4'b0011: seg = 7'b1111001;  
            4'b0100: seg = 7'b0110011;  
            4'b0101: seg = 7'b1011011;  
            4'b0110: seg = 7'b1011111;  
            4'b0111: seg = 7'b1110000;  
            4'b1000: seg = 7'b1111111;  
            4'b1001: seg = 7'b1111011;  
            4'b1010: seg = 7'b1110111;  
            4'b1011: seg = 7'b0011111;  
            4'b1100: seg = 7'b1001110;  
            4'b1101: seg = 7'b0111101;  
            4'b1110: seg = 7'b1001111;  
            4'b1111: seg = 7'b1000111;  
            default: seg = 7'b0000000;   
        endcase
    end
endmodule
`timescale 1ns / 1ps
module Top_Module(
    input clk,               
    input reset,             
    input [4:0] opening,     
    input [3:0] alarm,       
    output [3:0] an,         
    output [6:0] seg         
);
    reg [3:0] digit;         
    reg [3:0] an_sel;        
    wire [6:0] seg_out;      
    Seven_Segment display(
        .digit(digit), 
        .seg(seg_out)
    );
    always @(posedge clk or posedge reset) begin
        if (reset) begin
            an_sel <= 4'b0001;   
            digit <= 4'b0000;     
        end
        else begin
            case (an_sel)
                4'b0001: digit <= opening[3:0];    
                4'b0010: digit <= alarm[3:0];      
                default: digit <= 4'b0000;          
            endcase
            an_sel <= {an_sel[2:0], an_sel[3]};  
        end
    end
    assign an = an_sel;
    assign seg = seg_out;
endmodule

==> summary.txt <==
This memo summarizes the results of the implementation run.

Drt
The mean number of vias per cell is roughly 3.8. After the first detailed-routing iteration, the DRC count stood at 32. Detailed routing inserted a total of 525 vias. The final antenna-violating net count is 0. In the final routed layout, each cell accounts on average for ~11 um. Per the detail_route log, the uppermost layer with routed signals is met3. The final routed wirelength across all metal layers is between 1500 and 2000 um. The routed length on met1 is 802 um.

The first-pass iteration count of the detailed router is 4. The total length of routed met2 wires is 613 um. The total length of routed met3 wires is 133 um. The post-route DRC violation count is 0. The repair_antennas step left the layout with diodes totalling 0.

Floorplanning
The row count is 21. The full die area is 6400 um2. The placeable core region is 3416 um2. The height of the chip is roughly 80 um. The starting density of the core is 0.1740. According to the I/O placement log, the pin count is 22. According to the floorplan report, the die width is roughly 80 um.

Status
The final reports fail on setup timing. The flow ran to the end, but the final reports show violations.

Setup path
On the critical path, the stage with the largest delay is an instance of dfrtp_2. The critical path maximum fanout is 4. Traced cell by cell, the critical path runs through inv_4 > ha_4 > mux4_2 > buf_2. The worst setup path is launched from a flip-flop.

The cell class contributing the biggest share of worst-path delay is flip-flops. The type of destination of the critical path is a primary output. The critical path buffer and inverter count is 2.

The data arrival time at the worst-slack endpoint is 1.59 ns. STA puts the critical path data required time at 1.52 ns. The worst register-to-register path begins at an_sel[3]. The startpoint-to-endpoint class of the critical path is reg -> out. OpenSTA lists the critical path startpoint as digit[0]. The delay contributed by the slowest stage of the critical path is about 0.46 ns.

GRT
The sum of overflow across all layers after global routing is 0. The via count of the first global-routing pass was between 500 and 600. Entering global routing, the biggest net connects 11 pins. The number of antenna violations at the first check in global routing came to 0. Summed over all routing layers, the global router reports a total usage of 0.04733. The first global-routing pass estimated 2546 um of wire.

Placement
The pre-CTS setup check shows a worst slack of -0.1586 ns. The global placement routability congestion is just under 0.8. Detailed placement ended at an HPWL of ~1100 um. The number of buffer cells added on primary ports is 20.

Timing
Setup repair after global routing could not meet its margin everywhere. Dividing the final minimum period by the clock period gives 1.034. The headroom to the max-slew limit is 0.7940.

The number of endpoints failing setup at the final stage is 3. The slack of the critical path is -0.06500 ns. The final number of max-transition violations is 0. Looking at the max-slew report, the worst-margin pin has a slew of 0.3090 ns. The number of failing hold endpoints at the final stage is 0. The maximum achievable frequency is 508.9 MHz.

The shortest period the worst path allows is 1.965 ns. The final clock skew is 0.007325 ns.

Yosys
Summing every instance area after synthesis gives 594.3 um2. The synthesized design contains 0 enable-type register cells. Synthesis produced a netlist whose cell count is 56. The most used flip-flop cell after synthesis is dfrtp_1. The number of different library cells in the post-synthesis netlist is 23. Dividing the synthesized area by the synthesized cell count gives 10.61 um2. The warning count from the yosys run is 2. The post-synth area from yosys stat is between 500 and 600 um2. The share of the yosys chip area belonging to registers is 0.3389. The synth_stat.txt file lists the number of cells as about 56. Yosys reported that registers with async set or reset make up 1.000. The flop and latch count out of synthesis is 8.

Final layout
For this run, the share of the core covered by cells in the final layout is 0.3147. Compared with the post-synthesis result, the final layout area differs by 80.84%. Per the final layout report, the fraction of cells sized above drive strength 1 comes to 0.5213.

Run
Summing over the stages, the warning tally comes to 34. The tally of max-capacitance violations is 0.

Power
The static leakage power is 0.4129 nW. The switching component of the power was reported as between 0.00005 and 0.00006 W. The power report lists cell-internal power as 0.0002668 W. The switching part of the total is 0.1783. Power spread over the standard cell area amounts to 302.1 nW/um2.

The maximum VDD drop is 274.1 uV. The power report attributes to the combinational group a share of 0.066. The part of the total power dissipated in the clock network is 0.408. The share of total power dissipated in sequential elements is 0.526.

Clock tree
Clock tree synthesis selected as its root buffer the cell clkbuf_4. On the reported timing paths, the clock transition at the registers reads 0.06 ns. The number of buffers inserted during clock tree synthesis is 3. The later pin in the worst-skew pair is clocked with a latency of 0.25 ns. In this run the deepest clock path goes through 2 buffers.

The number of clock sinks is 8. Per the CTS log, the maximum H-tree level is 1. The CTS tree is done.

Min path
In this run the worst hold path is classified as in -> async.
-- registers in the layout, indices dropped and copies added, names as in the netlist --
| name | flops |
|---|---|
| an_sel | 4 |
| digit | 4 |
-- routing by layer --
metal | track usage | vias to the layer above
met2 | 0.07303 | 17
li1 | - | 274
met4 | 0.005282 | 0
met3 | 0.01932 | 0
met5 | 0 | -
met1 | 0.06237 | 234
-- cells in the mapped netlist, drive strengths merged (2+ instances only) --
library cell	instances	area [um2]
a21oi	6	30.03
buf	2	22.52
dfrtp	7	175.2
ha	7	87.58
inv	7	26.27
mux2	2	26.27
nand2b	3	18.77
nand3b	8	60.06
nor2	2	7.510
-- power by group through the flow --
stage	clock network, W	logic [W]	registers, W
after global routing	0.000149	0.0000235	0.000170
after CTS	0.000139	0.0000220	0.000171
final	0.000132	0.0000216	0.000171
-- layout by cell type (no fill, tap or decap), types with 2 or more instances in the layout --
master / Yosys / final
ha_4: 0 / 5
dfrtp_1: 7 / 5
buf_4: 0 / 11
nand2b_1: 3 / 2
inv_1: 6 / 4
buf_2: 0 / 7
mux2_4: 1 / 2
clkbuf_4: 0 / 3
nor2_1: 2 / 2
a21oi_1: 6 / 5
buf_6: 2 / 5
clkdlybuf4s50_1: 0 / 13
dfrtp_2: 0 / 2
nand3b_1: 8 / 8
inv_2: 1 / 2
-- final cells by class --
cell class              instances  area (um2)
fillers                       350        2341
multi-input cells              39       454.2
repair buffers                 36       304.0
flip-flops and latches          8       203.9
well taps                      46       57.56
inverters                       7       28.78
clock buffers                   4       26.28
-- what timing repair did --
action                     in CTS  in global routing
hold buffers                    0                  0
buffers inserted                6                  2
pin swaps                       6                  5
resized                        45                  4
cloned                          0                  0
setup endpoints to repair       7                  5
-- stage by stage --
| step | area [um2] | hold slack, ns | power (W) | setup TNS [ns] | instances |
|---|---|---|---|---|---|
| after floorplan | 594.3 | 0.1949 | 0.0001762 | 0 | 56 |
| after global placement | 889.6 | 0.3885 | 0.0001951 | -0.5555 | 128 |
| after detailed placement | 889.6 | 0.3866 | 0.0001955 | -0.5540 | 128 |
| after CTS | 1042 | 0.3662 | 0.0003319 | -0.07831 | 138 |
| after global routing | 1075 | 0.3755 | 0.0003426 | -0.4546 | 140 |
| final | 1075 | 0.3641 | 0.0003247 | -0.1595 | 140 |
-- path summary, 6_finish.rpt --
| path | end | slack, ns | depth (start not counted) |
|---|---|---|---|
| max | seg[3] | -0.07 | 4 |
| min | digit[1] | 0.36 | 2 |
| max reg2reg | digit[0] | 0.96 | 2 |
| min reg2reg | an_sel[3] | 0.40 | 0 |
| max in group asynchronous | an_sel[0] | 1.25 | 2 |
| min in group clk0 | an_sel[3] | 0.40 | 0 |
-- cell families after synthesis --
family / count (synthesis) / share of synthesized area
simple gates: 17 / 0.1916
fa+ha+maj: 7 / 0.1474
buf+inv: 9 / 0.08209
compound gates: 11 / 0.1432
mux: 3 / 0.08209
flops: 8 / 0.3390
xor+xnor: 1 / 0.01474
No activity file was given, so power comes from the tool's default toggle rates.
